==> ./design.v <==
`timescale 1ns / 1ps
module Smart_Traffic_Controller(ID,camera,state,next_state,maxTraffic,clock,clear,
a1,a2,a3,b1,b2,b3,c1,c2,c3,d1,d2,d3,ss1,ss2,ss3,ss4,rc1,rc2,rc3,rc4);
input clock,clear,a1,a2,a3,b1,b2,b3,c1,c2,c3,d1,d2,d3,ss1,ss2,ss3,ss4,rc1,rc2,rc3,rc4;
output reg [11:0]ID;     
output reg [5:0]state;     
output reg [5:0]next_state;   
output reg [2:0]maxTraffic;   
output reg camera;       
initial
begin
    ID = 12'b100100100100;
    state = 5'd0;
    next_state = 5'd0;
    camera = 0;
end
always@(posedge clock)
begin
    state = next_state;
end
always@(state)
begin
    case(state)
      5'd0 : ID = 12'b100100100100;   
      5'd1 : ID = 12'b100100100100;   
      5'd2 : ID = 12'b100100100100;   
      5'd3 : ID = 12'b100100100100;   
      5'd4 : ID = 12'b100100100100;   
      5'd5 : ID = 12'b100100100100;   
      5'd6 : ID = 12'b001100100100;   
      5'd7 : ID = 12'b001100100100;   
      5'd8 : ID = 12'b001100100100;   
      5'd9 : ID = 12'b010100100100;   
      5'd10 : ID = 12'b100001100100;  
      5'd11 : ID = 12'b100001100100;  
      5'd12 : ID = 12'b100001100100;  
      5'd13 : ID = 12'b100010100100;  
      5'd14 : ID = 12'b100100001100;  
      5'd15 : ID = 12'b100100001100;  
      5'd16 : ID = 12'b100100001100;  
      5'd17 : ID = 12'b100100010100;  
      5'd18 : ID = 12'b100100100001;  
      5'd19 : ID = 12'b100100100001;  
      5'd20 : ID = 12'b100100100001;  
      5'd21 : ID = 12'b100100100010;  
      5'd22 : ID = 12'b001100100100;  
      5'd23 : ID = 12'b100001100100;  
      5'd24 : ID = 12'b100100001100;  
      5'd25 : ID = 12'b100100100001;  
      5'd26 : ID = 12'b100100100100;  
    endcase
end
  always@(state or clear or a1 or a2 or a3 or b1 or b2 or b3 or c1 or c2 or c3 or d1 or d2 or d3 or ss1 or ss2 or ss3 or ss4)
begin
    if(clear)
    next_state = 5'd0;
    else
    begin
        case(state)
            5'd0 : begin
                camera = rc1 || rc2 || rc3 || rc4;
                if(ss1 || ss2 || ss3 || ss4)
                next_state = 5'd26;
                else if(a1 || b1 || c1 || d1)
                next_state = 5'd1;
                else
                next_state = 5'd0;
            end
            5'd1 : begin
                camera = rc1 || rc2 || rc3 || rc4;
                calcMaxTraffic(a1,a2,a3,b1,b2,b3,c1,c2,c3,d1,d2,d3,maxTraffic);
                case(maxTraffic)
                    1 : next_state = 5'd2;
                    2 : next_state = 5'd3;
                    3 : next_state = 5'd4;
                    4 : next_state = 5'd5;
                    default : next_state = 5'd1;
                 endcase
            end
            5'd2 : begin
                camera = rc1 || rc2 || rc3 || rc4;
                if(a1 && a2 && a3)
                next_state = 5'd8;
                else if(a1 && a2 && !a3)
                next_state = 5'd7;
                else if(a1 && !a2 && !a3)
                next_state = 5'd6;
            end
            5'd3 : begin
                camera = rc1 || rc2 || rc3 || rc4;
                if(b1 && b2 && b3)
                next_state = 5'd12;
                else if(b1 && b2 && !b3)
                next_state = 5'd11;
                else if(b1 && !b2 && !b3)
                next_state = 5'd10;
            end
            5'd4 : begin
                camera = rc1 || rc2 || rc3 || rc4;
                if(c1 && c2 && c3)
                next_state = 5'd16;
                else if(c1 && c2 && !c3)
                next_state = 5'd15;
                else if(c1 && !c2 && !c3)
                next_state = 5'd14;
            end
            5'd5 : begin
                camera = rc1 || rc2 || rc3 || rc4;
                if(d1 && d2 && d3)
                next_state = 5'd20;
                else if(d1 && d2 && !d3)
                next_state = 5'd19;
                else if(d1 && !d2 && !d3)
                next_state = 5'd18;
            end
            5'd6 : begin
                camera = rc2 || rc3 || rc4;
                if(ss2 || ss3 || ss4 || !a1 || b2 || c2 || d2)
                next_state = 5'd9;
                else
                next_state = 5'd6;
            end
            5'd7 : begin
                camera = rc2 || rc3 || rc4;
                if((!a1 && !a2) || ss2 || ss3 || ss4 || b2 || c2 || d2)
                next_state = 5'd9;
                else if(a1 && !a2 && !a3)
                next_state = 5'd6;
                else
                next_state = 5'd7;       
            end
            5'd8 : begin
                camera = rc2 || rc3 || rc4;
                if((!a1 && !a2 && !a3) || ss2 || ss3 || ss4)
                next_state = 5'd9;
                else if(a1 && a2 && !a3)
                next_state = 5'd7;
                else if(a1 && !a2 && !a3)
                next_state = 5'd6;
                else
                next_state = 5'd8;
            end
            5'd9 : begin
                camera = rc1 || rc2 || rc3 || rc4;
                next_state = 5'd0;
            end
            5'd10 : begin
                camera = rc1 || rc3 || rc4;
                if(ss1 || ss3 || ss4 || a2 || !b1 || c2 || d2)
                next_state = 5'd13;
                else
                next_state = 5'd10;
            end
            5'd11 : begin
                camera = rc1 || rc3 || rc4;
                if((!b1 && !b2) || ss1 || ss3 || ss4 || a3 || c3 || d3)
                next_state = 5'd13;
                else if(b1 && b2)
                next_state = 5'd11;
                else if(b1 && !b2)
                next_state = 5'd10;
            end
            5'd12 : begin
                camera = rc1 || rc3 || rc4;
                if((!b1 && !b2 && !b3) || ss1 || ss3 || ss4)
                next_state = 5'd13;
                else if(b1 && b2 && !b3)
                next_state = 5'd11;
                else if(b1 && !b2 && !b3)
                next_state = 5'd10;
                else
                next_state = 5'd12;
            end
            5'd13 : begin
                camera = rc1 || rc2 || rc3 || rc4;
                next_state = 5'd0;
            end
            5'd14 : begin
                camera = rc1 || rc2 || rc4;
                if(ss1 || ss2 || ss4 || a2 || b2 || !c1 || d2)
                next_state = 5'd17;
                else
                next_state = 5'd14;
            end
            5'd15 : begin
                camera = rc1 || rc2 || rc4;
                if((!c1 && !c2) || ss1 || ss2 || ss4 || a3 || b3 || d3)
                next_state = 5'd17;
                else if(c1 && c2)
                next_state = 5'd15;
                else if(c1 && !c2)
                next_state = 5'd14;
            end
            5'd16 : begin
                camera = rc1 || rc2 || rc4;
                if((!c1 && !c2 && !c3) || ss1 || ss2 || ss4)
                next_state = 5'd17;
                else if(c1 && c2 && !c3)
                next_state = 5'd15;
                else if(c1 && !c2 && !c3)
                next_state = 5'd14;
                else
                next_state = 5'd16;
            end   
             5'd17 : begin
                camera = rc1 || rc2 || rc3 || rc4;
                next_state = 5'd0;
            end 
            5'd18 : begin
                camera = rc1 || rc2 || rc3;
                if(ss1 || ss2 || ss3 || a2 || b2 || c2 || !d1)
                next_state = 5'd21;
                else
                next_state = 5'd18;
            end
            5'd19 : begin
                camera = rc1 || rc2 || rc3;
                if((!d1 && !d2) || ss1 || ss2 || ss3 || a3 || b3 || d3)
                next_state = 5'd21;
                else if(d1 && d2)
                next_state = 5'd19;
                else if(d1 && !d2)
                next_state = 5'd18;
            end
            5'd20 : begin
                camera = rc1 || rc2 || rc3;
                if((!d1 && !d2 && !d3) || ss1 || ss2 || ss3)
                next_state = 5'd21;
                else if(d1 && d2 && !d3)
                next_state = 5'd19;
                else if(d1 && !d2 && !d3)
                next_state = 5'd18;
                else
                next_state = 5'd20;
            end  
            5'd21 : begin
                camera = rc1 || rc2 || rc3 || rc4;
                next_state = 5'd0;
            end
            5'd22 : begin
                camera = rc2 || rc3 || rc4;
                if(ss1)
                next_state = 5'd22;
                else
                next_state = 5'd9;
            end
            5'd23 : begin
                camera = rc1 || rc3 || rc4;
                if(ss2)
                next_state = 5'd23;
                else
                next_state = 5'd13;
            end
            5'd24 : begin
                camera = rc1 || rc2 || rc4;
                if(ss3)
                next_state = 5'd24;
                else
                next_state = 5'd17;
            end
            5'd25 : begin
                camera = rc1 || rc2 || rc3;
                if(ss4)
                next_state = 5'd25;
                else
                next_state = 5'd21;
            end
            5'd26 : begin
                camera = rc1 || rc2 || rc3 || rc4;
                if(ss1)
                next_state = 5'd22;
                else if(ss2)
                next_state = 5'd23;
                else if(ss3)
                next_state = 5'd24;
                else if(ss4)
                next_state = 5'd25;
            end
            default : next_state = 5'd0;
        endcase
    end
end
task calcMaxTraffic;
    input a1,a2,a3,b1,b2,b3,c1,c2,c3,d1,d2,d3;
    output [2:0]max;
    reg [2:0]a,b,c,d;
    begin
        a = {a3,a2,a1};
        b = {b3,b2,b1};
        c = {c3,c2,c1};
        d = {d3,d2,d1};
        if(a>=b)
        begin
            if(a>=c)
            begin
                if(a>=d)
                    max = 1;
                else
                    max = 4;
            end
            else
            begin
                if(c>=d)
                    max = 3;
                else 
                    max = 4;
            end
        end
        else
        begin
            if(b>=c)
            begin
                if(b>=d)
                    max = 2;
                else
                    max = 4;
            end
            else
            begin
                if(c>=d)
                    max = 3;
                else
                    max = 4;
            end
        end
    end 
endtask
endmodule
==> ./run.sh <==
#!/bin/bash
# OpenROAD 26Q1-2900-gdf79404cd8, Yosys 0.63+post, stock flow scripts
make -C /OpenROAD-flow-scripts/flow DESIGN_CONFIG=/design/flow/config.mk WORK_HOME=/design/flow/orfs finish
==> ./config.mk <==
export PLATFORM = sky130hd
export DESIGN_NAME = Smart_Traffic_Controller
export DESIGN_NICKNAME = Smart_Traffic_Controller
export VERILOG_FILES = /design/flow/design.v
export SDC_FILE = /design/flow/constraint.sdc
export NUM_CORES = 4
export LEC_CHECK = 1
export CORE_UTILIZATION = 50
==> ./constraint.sdc <==
current_design Smart_Traffic_Controller

set clk_period 1.3
set clk_io_pct 0.2

create_clock -name clk0 -period $clk_period [get_ports {clock}]

set non_clock_inputs [all_inputs -no_clocks]
set_input_delay [expr $clk_period * $clk_io_pct] -clock clk0 $non_clock_inputs
set_output_delay [expr $clk_period * $clk_io_pct] -clock clk0 [all_outputs]
==> flow_summary.ini <==
; yosys + openroad results
[clock_tree]
tritoncts.num_buffers = 3
clock_tree_from_tritoncts = done
post_cts_buffers = 0
post_cts_resized = 0
clock_tree.buffer_depth = 2
maximum_level_of_the_cts_h_tree = 1
cts-hold-fix-buffers = 0
clkTransAtPathRegs_ps = 30
cts_root_buf = sky130_fd_sc_hd__clkbuf_8

[routing]
first_pass_drt_iterations = 5
wl_per_cell_um = 17.8
viasPerCell = 6.51
drt-initial-drc-count = 230
drc_errors = 0
antenna-diode-count = 0
final_antenna_net_count = 0
finalWirelength_um = 7280
detailroute.via_count = 2655

[power]
power.density_mw_per_mm2 = 319
totalPowerFinal_w = 0.000898
total_leakage_power_nw = 1.07
worst_ir_drop_vdd_mv = 0.681

[layout]
final.fill_count = 390
layout-drive-gt1-share = 0.0646
area_delta_synth_final_pct = 21.2

[placed_design]
dpl.hpwl_um = 5480
finalWeightedCongestion = 1.02
place.port_buffers = 47
place_worst_setup_slack_ps = 269

[synthesis]
synth.top_cells.by_count = 26 x sky130_fd_sc_hd__nor2_1, 23 x sky130_fd_sc_hd__a21oi_1, 22 x sky130_fd_sc_hd__nand2_1
netlist_top_cells_area = sky130_fd_sc_hd__dlxtn_1 14%, sky130_fd_sc_hd__ha_1 10%, sky130_fd_sc_hd__a21oi_1 5.0%, sky130_fd_sc_hd__dfxtp_1 4.3%, sky130_fd_sc_hd__nor2_1 4.2%
async_flop_share = 0
synth-area-yosys_mm2 = 0.00232
synth_flop_count = 26
synth.cell_area_mm2 = 0.00232
synth_top_area_share = 0.136
yosys.cell_types.count = 68
synth-warning-count = 1
post_synth.cell_area_avg_um2 = 7.25
post_synth_tally_of_flip_flops_with_integrated_enable = 0
synthCells = 320
synth.largest_area_cell = sky130_fd_sc_hd__dlxtn_1
synth_stat.cells = 320
synth_top_cell_by_count = sky130_fd_sc_hd__nor2_1
main_synth_ff_type = sky130_fd_sc_hd__dlxtn_1

[sta]
setup_violations = 0
relSlewSlack = 0.553
setup-tns-final_ps = 0
min_period_over_period = 0.968
report.final.hold_viol_count = 0
final.setup.worst_slack_ps = 42.1
unclocked_pins = 21
worst_pin_slew_ps = 665
finalMaxSlewViolations = 0
final.min_clock_period_ps = 1260
max_clock_freq_ghz = 0.795
unconstrained_endpoints = 47
setup_repair_after_global_routing_missed_its_margin = false
worst_slack_on_hold_paths_ps = 1160

[global_routing]
total_grt_usage = 0.300
first_pass_grt_wire_length_um = 11700
grt_pass1_vias = 2318
antenna_found_initial = 0
grt_start_max_net_pins = 35
grt-ovfl-total = 0

[critical_path]
path_delay_family = buffers and inverters
critical_path.n_buffers_inverters = 1
crit_path_start_kind = register
critical_path_class = reg2out
cp_max_fo = 2
cpMaxStageDelayCell = sky130_fd_sc_hd__clkdlybuf4s50_1
cell_chain_critical_path = clkdlybuf4s50_1
worst_path_max_stage_delay_ps = 460
cp.arrival_ps = 1000
endpoint_kind = output pin
crit_required_ps = 1040

[floorplanning]
coreArea_mm2 = 0.00441
floorplan.rows = 24
floorplan.die.width_um = 70.1
floorplan.initialDensity = 0.526
area_enclosed_by_the_die_boundary_mm2 = 0.00492
io_pins = 50
fp.dieH_um = 70.1

[job]
openroad.warnings = 28
maxCapViolCount = 0

[outcome]
status = completed

[min_path]
class_of_the_tightest_hold_or_removal_check = reg2out
-- metrics by stage --
stage | cell area, um2 | cells | utilization
final | 2810 | 408 | 0.637
after global routing | 2810 | 408 | 0.637
after CTS | 2810 | 408 | 0.637
after detailed placement | 2770 | 404 | 0.627
after global placement | 2770 | 404 | 0.627
after floorplan | 2320 | 321 | -
-- metal layers --
layer	vias to the layer above	global-route usage	routed length, um
li1	1283	-	-
met4	0	0.0311	68
met2	149	0.467	3230
met1	1215	0.461	3270
met5	-	0	0
met3	8	0.0423	712
-- path summary, 6_finish.rpt --
kind,start,end,slack [ps],depth (start not counted)
worst max-delay path,state[0],state[0],40,1
worst min-delay path,state[1],state[1],1160,1
-- cell usage in the layout (no fill, tap or decap), drive strengths merged, types with 4 or more instances in the layout --
cell,instances
a2111oi,5
clkdlybuf4s50,47
dfxtp,5
inv,19
ha,19
o32ai,6
nor4b,4
a21oi,23
nor2b,5
nand2b,7
nand3,7
a31oi,7
nor2,26
clkbuf,4
a21o,6
nor3,20
or3,6
dlxtn,21
nand2,23
nor4,5
or2,4
a41oi,4
buf,6
o21ai,22
-- layout make-up --
cell class / count / area, um2 / share of cell area
clock buffers: 4 / 45.0 / 0.0160
well taps: 52 / 65.1 / 0.0231
flip-flops and latches: 26 / 415 / 0.148
multi-input cells: 254 / 1700 / 0.604
repair buffers: 53 / 515 / 0.183
inverters: 19 / 71.3 / 0.0254
-- state kept, by name, summed over array words and instances (netlist names) --
name	flops
state	5
ID	12
next_state	5
maxTraffic	3
camera	1
-- logic make-up after synthesis --
kind of cell,after synthesis,synth area share
other cells,1,0.00162
xor+xnor,4,0.0151
fa+ha+maj,19,0.102
flops,5,0.0432
buf+inv,41,0.0901
compound gates,104,0.312
mux,4,0.0183
latches,21,0.136
simple gates,121,0.282
-- power by group --
| part | total, W | internal (W) | switching, W |
|---|---|---|---|
| clock network | 0.000276 | 0.000210 | 0.0000660 |
| logic | 0.000432 | 0.000200 | 0.000233 |
| registers | 0.000190 | 0.000185 | 0.00000466 |
| total | 0.000898 | 0.000594 | 0.000303 |
No activity file was given, so power comes from the tool's default toggle rates.
